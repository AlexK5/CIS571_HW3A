==> design/flow/design.v <==
`timescale 1ns / 1ps
module delay_ms (
    input wire        clk,
    input wire [11:0] delay_time_ms,
    input wire        delay_start,
    output wire       delay_done
);
    localparam  Idle = 0,  
                Hold = 1,
                Done = 2;
    localparam  MAX = 17'd99999;  
    reg  [1:0] state = Idle;
    reg [11:0] stop_time   = 0,
			   ms_counter  = 0;
    reg [16:0] clk_counter = 0;
    assign delay_done = (state == Idle && delay_start == 1'b0) ? 1'b1 : 1'b0;  
    always@(posedge clk)
        case (state)
        Idle: begin
            stop_time <= delay_time_ms;  
            if (delay_start == 1'b1)
                state <= Hold;
        end
        Hold: begin
            if (ms_counter == stop_time && clk_counter == MAX)  
                if (delay_start == 1'b1)
                    state <= Done;
                else
                    state <= Idle;
		end
        Done: begin
            if (delay_start == 1'b0)  
                state <= Idle;
		end
		default: state <= Idle;
        endcase
    always@(posedge clk)
        if (state == Hold)
            if (clk_counter == MAX) begin  
                clk_counter <= 'b0;
                if (ms_counter == stop_time)
                    ms_counter <= 'b0;
                else
                    ms_counter <= ms_counter + 1'b1;
            end
            else
                clk_counter <= clk_counter + 1'b1;
        else begin
            clk_counter <= 'b0;  
            ms_counter <= 'b0;
        end
endmodule
==> design/flow/run.sh <==
#!/bin/bash
# OpenROAD 26Q1-2900-gdf79404cd8, Yosys 0.63+post, stock flow scripts
make -C /OpenROAD-flow-scripts/flow DESIGN_CONFIG=/design/flow/config.mk WORK_HOME=/design/flow/orfs finish
==> design/flow/config.mk <==
export PLATFORM = sky130hd
export DESIGN_NAME = delay_ms
export DESIGN_NICKNAME = delay_ms
export VERILOG_FILES = /design/flow/design.v
export SDC_FILE = /design/flow/constraint.sdc
export NUM_CORES = 4
export LEC_CHECK = 1
export CORE_AREA = 10 10 112 112
export DIE_AREA = 0 0 122 122
==> design/flow/constraint.sdc <==
current_design delay_ms

set clk_period 3.8
set clk_io_pct 0.2

create_clock -name clk0 -period $clk_period [get_ports {clk}]

set non_clock_inputs [all_inputs -no_clocks]
set_input_delay [expr $clk_period * $clk_io_pct] -clock clk0 $non_clock_inputs
set_output_delay [expr $clk_period * $clk_io_pct] -clock clk0 [all_outputs]
==> results_slide.txt <==
Synthesis and Place & Route Summary

Timing
  • Final WS setup: 1.23 ns
  • Setup violations, final: 0
  • Slew margin rel.: 58.4%
  • Worst-Margin Slew: 0.620 ns
  • Minimum clock period: 2.57 ns
  • Worst hold margin: 0.470 ns
  • Worst Skew: 0.00496 ns
  • Fin. Hold Viols: 0
  • Unrepaired setup endpoints after global routing: no
  • Fmax: 389 MHz
  • Crit share post-route: 67.6%
  • Setup TNS: 0 ns
  • Pins Over Slew Limit: 0

GRT
  • GRT overflow: 0
  • Number of global-route vias before repair: 1480
  • Initial antenna violation count: 0
  • Largest net degree at the start of global routing: 23
  • Tot GR Track Use: 5.14%
  • First-pass GRT wire length: 6630 µm

Place
  • Worst slack at placement: 1.23 ns
  • Port bufs: 14
  • DP HPWL: 2540 µm
  • Placed cells: 357
  • Cell Area, Placed: 0.00230 mm²
  • GPL Wtd Cong: 0.790

Hold path
  • Hold crit path type: reg -> reg

Worst setup path
  • Crit path buf inv count: 2
  • Peak fanout along the critical path: 2
  • CP endpoint kind: primary output
  • Critical path's top delay family: buffers and inverters
  • CP Data Required Time: 3.04 ns
  • Critical-path cell list: clkdlybuf4s50_1 > nor3_1 > clkdlybuf4s50_1
  • Worst Path Arrival: 1.81 ns
  • Most common cell on crit path: clkdlybuf4s50_1
  • Crit start category: primary input
  • Crit path kind: in -> out
  • Max incr delay on CP: 0.49 ns
  • Critical-path top delay cell: clkdlybuf4s50_1

Status
  • Status: completed

Clocking
  • Post-CTS setup repair buffer count: 0
  • CTS tree: built
  • # hold bufs at CTS: 0
  • H-tree lvl count: 2
  • Cts repair resizes: 0
  • CTS root buffer: clkbuf_8
  • Clk latency of the worst-skew pair: 0.29 ns
  • CTS sink count: 43
  • Clock buffer count from CTS: 5
  • Clock slew at reported path FFs: 0.08 ns
  • Clk buf depth: 2

Floorplanning
  • Die Y: 122 µm
  • Chip area: 0.0149 mm²
  • Die width: 122 µm
  • Core Area: 0.0102 mm²
  • Cell Rows: 37
  • Starting Density: 19.7%
  • IO Pins: 15

Logic synthesis
  • Cells in synth_stat.txt: 212
  • Synth Seq Share: 49.6%
  • Cell variety after synth: 35
  • Count of library flops with an enable pin: 14
  • Main flop type: dfxtp_1
  • Synthesized netlist cell count: 212
  • Avg Cell Area, Syn: 9.51 µm²
  • Ys Warns: 1
  • Post-Syn Area: 0.00202 mm²
  • Ys flops: 43
  • YS chip area: 0.00202 mm²
  • Asr flop ratio synth: 0%

Finish
  • Fraction of layout cells with a size suffix above 1: 7.86%
  • Finished Cell Area: 0.00239 mm²
  • Area growth from synthesis to layout: 18.4%
  • Final cell count without fillers: 365
  • Utilization after layout: 23.3%

Job
  • Max-Cap Viols: 0
  • Tool warnings: 25

Power and ir drop
  • Pwr Total: 1.06 mW
  • Static Leak: 0.788 nW
  • Worst VDD drop: 0.452 mV
  • Pwr Density: 445 mW/mm²

Detailed routing
  • Wirelength, routed: 3640 µm
  • DR vias: 1483
  • Antenna cells: 0
  • Initial DRC count: 92
  • Pre-Repair DR Iteration Count: 4
  • Routed Antenna Nets: 0
  • DRC Markers: 0
  • Via-per-instance ratio: 4.06
  • Average routed wire per standard cell: 9.97 µm
==> final cells by class <==
class	count	area, µm²
Timing Repair Buffer	16	155
Inverter	2	7.51
Clock buffer	6	72.6
Multi-Input combinational cell	160	968
Clock inverter	2	12.5
Fill cell	1085	7840
Sequential cell	43	1000
Tap cell	136	170
==> metal layers <==
layer | track usage, % | vias up | wire length [µm]
met3 | 0.798 | 4 | 114
met5 | 0 | - | 0
met2 | 8.18 | 24 | 1540
met1 | 7.18 | 674 | 1910
met4 | 1.34 | 0 | 76
li1 | - | 781 | -
==> sequential cells by signal (all words and copies together) (netlist names) <==
register / flops
ms_counter: 12
stop_time: 12
clk_counter: 17
state: 2
==> logic make-up after synthesis <==
logic type	Yosys count	synth area share [%]
AOI/OAI and AO/OA	24	7.57
DFF	43	49.6
xor gates and xnor gates	27	11.7
buffers and inverters	9	2.36
adders and majority gates	2	1.24
and+or+nand+nor	107	27.5
==> cells in the final DEF (no fill, tap or decap), types with 2 or more instances in the layout <==
cell type        count
xor2_1              21
a31oi_1              2
nand2_1             13
a22oi_1              8
nand3_1             26
inv_1                2
clkbuf_8             5
a21oi_1             11
nand4_1              3
dfxtp_1             29
o31a_1               2
nor2_1              29
nand2_2              2
nor4_1               4
edfxtp_1            14
clkdlybuf4s50_1     14
and3_1               5
and4_1               2
xnor2_1              6
ha_1                 2
nor3_1               4
and2_1               6
buf_4                2
nor2_2               3
==> power by group <==
group / total (mW) / leakage (nW) / switching (mW) / internal, mW
logic: 0.185 / 0.378 / 0.119 / 0.0659
registers: 0.598 / 0.369 / 0.0373 / 0.561
clock network: 0.279 / 0.0412 / 0.151 / 0.128
==> synthesized netlist by cell type, drive strengths merged (2+ instances only) <==
library cell,instances,share of area [%]
nor4,4,1.2
xnor2,6,2.6
a21oi,11,2.7
a22oi,8,3.0
and4,3,1.4
and3,5,1.6
nand4,3,0.93
nor3,4,0.99
a31oi,2,0.62
buf,6,1.8
nor2,33,6.9
edfxtp,14,21
xor2,21,9.1
inv,2,0.37
nand2,15,3.0
and2,7,2.2
o31a,2,0.87
ha,2,1.2
dfxtp,29,29
nand3,26,6.5
==> worst paths after layout <==
kind	to	startpoint	slack, ns	depth (start not counted)
worst max-delay path	delay_done	delay_start	1.23	3
worst min-delay path	clk_counter[0]	clk_counter[0]	0.47	1
worst max register to register	state[0]	clk_counter[0]	1.67	6
worst min register to register	clk_counter[0]	clk_counter[0]	0.47	1
No activity file was given, so power comes from the tool's default toggle rates.
