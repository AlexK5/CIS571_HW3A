==> design/flow/design.v <==
`timescale 1ns / 1ps
module SpiCtrl (
    input wire       clk,
    input wire       send_start,
    input wire [7:0] send_data,
    output wire      send_ready,
    output wire      CS,
    output wire      SDO,
    output wire      SCLK
);
    localparam  Idle   = 0,
                Send   = 1,
                HoldCS = 2,
                Hold   = 3;
    localparam  COUNTER_MID = 4,
                COUNTER_MAX = 9,
                SCLK_DUTY = 5;
    reg [2:0]   state = Idle;
    reg [7:0]   shift_register=0;
    reg [3:0]   shift_counter=0;
    wire        clk_divided;
    reg [4:0]   counter=0;
    reg         temp_sdo;
    assign SCLK = (counter < SCLK_DUTY) | CS;
    assign SDO = temp_sdo | CS | (state == HoldCS ? 1'b1 : 1'b0);
    assign CS = (state != Send && state != HoldCS) ? 1'b1 : 1'b0;
    assign send_ready = (state == Idle && send_start == 1'b0) ? 1'b1 : 1'b0;
    always@(posedge clk)
        case (state)
        Idle: begin
            if (send_start == 1'b1)
                state <= Send;
        end
        Send: begin
            if (shift_counter == 8 && counter == COUNTER_MID) begin
                state <= HoldCS;
            end
        end
        HoldCS: begin
            if (shift_counter == 4'd3)
                state <= Hold;
        end
        Hold: begin
            if (send_start == 1'b0)
                state <= Idle;
        end
        endcase
    always@(posedge clk)
        if (state == Send && ~(counter == COUNTER_MID && shift_counter == 8)) begin
            if (counter == COUNTER_MAX)
                counter <= 0;
            else
                counter <= counter + 1'b1;
        end else
            counter <= 'b0;
    always@(posedge clk)
        if (state == Idle) begin
            shift_counter <= 'b0;
            shift_register <= send_data;
            temp_sdo <= 1'b1;
        end
        else if (state == Send) begin
            if (counter == COUNTER_MID) begin
                temp_sdo <= shift_register[7];
                shift_register <= {shift_register[6:0], 1'b0};
                if (shift_counter == 4'b1000)
                    shift_counter <= 'b0;
                else
                    shift_counter <= shift_counter + 1'b1;
            end
        end
        else if (state == HoldCS) begin
            shift_counter <= shift_counter + 1'b1;
        end
endmodule
==> design/flow/run.sh <==
#!/bin/bash
# OpenROAD 26Q1-2900-gdf79404cd8, Yosys 0.63+post, stock flow scripts
make -C /OpenROAD-flow-scripts/flow DESIGN_CONFIG=/design/flow/config.mk WORK_HOME=/design/flow/orfs finish
==> design/flow/config.mk <==
export PLATFORM = sky130hd
export DESIGN_NAME = SpiCtrl
export DESIGN_NICKNAME = SpiCtrl
export VERILOG_FILES = /design/flow/design.v
export SDC_FILE = /design/flow/constraint.sdc
export NUM_CORES = 4
export LEC_CHECK = 1
export CORE_AREA = 10 10 92 92
export DIE_AREA = 0 0 102 102
==> design/flow/constraint.sdc <==
current_design SpiCtrl

set clk_period 2.6
set clk_io_pct 0.2

create_clock -name clk0 -period $clk_period [get_ports {clk}]

set non_clock_inputs [all_inputs -no_clocks]
set_input_delay [expr $clk_period * $clk_io_pct] -clock clk0 $non_clock_inputs
set_output_delay [expr $clk_period * $clk_io_pct] -clock clk0 [all_outputs]
==> results_dict.tcl <==
# yosys + openroad results
set metrics [dict create \
    critPathRequiredTime_ns 2.08 \
    maxSlewViolCount 0 \
    ys_seq_share_pct 46.2 \
    grt_max_degree 15 \
    worstSetupStartpointType "flop" \
    r2r-start "state[1]" \
    drc 0 \
    syn_inst 98 \
    fp-utilization_pct 16.8 \
    skew_ns 0.00152 \
    postCtsHoldBufs 0 \
    ys_chip_area_mm2 0.00108 \
    power_frac_comb_pct 42.4 \
    logic_area_um2 534 \
    edf_count 10 \
    hold_viol_final 0 \
    core_mm2 0.00646 \
    totalWireLength_um 1950 \
    top_area_share_pct 27.7 \
    rrSetupSlack_ns 0.67 \
    chipArea_mm2 0.0104 \
    async_reset_ff_share_pct 0 \
    ys_sh_aoi_pct 10.2 \
    die_h_um 102 \
    clockPowerShare_pct 16.1 \
    yosysUniqueCellTypes 33 \
    cap_violations 0 \
    grt_pass1_vias 720 \
    cts_buffers 3 \
    ys_cells 98 \
    adder_share_pct 11.5 \
    ff_type "edfxtp_1" \
    reg2reg_to "state[1]" \
    warning_count 32 \
    rows 29 \
    top_logic_kind "simple AND/OR/NAND/NOR gates" \
    p_sw_uw 443 \
    p_leak_nw 0.488 \
    min_path_cells 1 \
    top_cells_by_area "edfxtp_1 (28%), dfxtp_1 (18%), ha_1 (12%)" \
    avgSynthCellArea_um2 11.1 \
    clock.fmax_mhz 422 \
    ctsLongestPathBuffers 2 \
    antenna_found_initial 0 \
    setup_violations 0 \
    crit_family "buffers and inverters" \
    rsz0062_at_grt "false" \
    timing.critical_path.buf_inv 3 \
    ioPinCount 14 \
    synthMuxAreaShare_pct 9.24 \
    outcome "complete, no violations" \
    area_growth_pct 25.1 \
    cts_resized 0 \
    synth_xor_xnor_area_share_pct 2.42 \
    syn_area_mm2 0.00108 \
    end_kind "primary output" \
    grt_usage_pct 3.78 \
    grt_pass1_wl_um 3280 \
    cts.htree.levels 1 \
    cts_tree "built" \
    clock_tree.root_cell "clkbuf_8" \
    clock-sinks 20 \
    diodes 0 \
    clock.latency.late_pin_ns 0.25 \
    regArea_um2 500 \
    wl_per_cell_um 10.2 \
    slowest_stage "clkdlybuf4s50_1" \
    arrival_ns 1.85 \
    critPathMaxStageDelay_ns 0.42 \
    p_per_area_mw_per_mm2 946 \
    worstPathMaxFanout 3 \
    vias 756 \
    holdWs_ns 0.461 \
    p_seq_share_pct 41.5 \
    max-vdd-ir-drop_v 0.000179 \
    finalCritPeriodShare_pct 91.2 \
    gp_congestion 0.809 \
    min_from "temp_sdo" \
    timing.critical_path.cells "inv_1 > ha_1 > inv_1 > or3_1 > clkdlybuf4s50_1" \
    vias_per_cell 3.96 \
    worstMarginPinSlew_ns 0.391 \
    first_pass_iters 4 \
    min_period_ns 2.37 \
    hp-class "reg -> reg" \
    relSlewSlack_pct 73.9 \
    internal-power_uw 839 \
    num-fill-cells 702 \
    io_buffers 13 \
    ys_warn_count 1 \
    swShare_pct 34.5 \
    drive_above_1_share_pct 13.2 \
    dp_hpwl_um 1520 \
    antenna_left 0 \
    synthSimpleGateAreaFrac_pct 15.9 \
    critical_path_depth 5 \
    synthTopCellsByCount "inv_1 (11), dfxtp_1 (10), edfxtp_1 (10), ha_1 (10)" \
    drt_iter0_markers 15 \
    path_class "reg -> out" \
    reg2regPathDepth 5 \
    postCtsSetupBuffers 0 \
    fin_tns_setup_ns 0 \
    min_to "temp_sdo" \
    die_w_um 102 \
    clkTransAtPathRegs_ns 0.07 \
    most_common_cell "inv_1" \
    numSynthFlops 20 \
    yosys.area.top_type "edfxtp_1" \
    grt.overflow.total 0 \
    crit_top_cell "inv_1" \
]
-- power by group through the flow --
stage	combinational [mW]	sequential [mW]	clock (mW)
after CTS	0.558	0.533	0.213
after global routing	0.620	0.547	0.223
final	0.544	0.532	0.206
-- logic make-up after synthesis --
family          count (synthesis)
mux                             9
fa+ha+maj                      10
simple gates                   28
compound gates                 15
buf+inv                        13
xor+xnor                        3
flops                          20
-- through the flow --
stage / power [mW] / setup slack [ns] / instances / cell area, um^2 / utilization (%)
6_report: 1.28 / 0.228 / 191 / 1360 / 21.0
5_1_grt: 1.39 / 0.116 / 191 / 1360 / 21.0
4_1_cts: 1.30 / 0.204 / 191 / 1360 / 21.0
3_5_place_dp: 1.10 / 0.490 / 187 / 1310 / 20.3
3_3_place_gp: 1.09 / 0.518 / 187 / 1310 / 20.3
2_1_floorplan: 0.921 / 0.937 / 98 / 1080 / -
-- layout by cell type (no fill, tap or decap) --
cell,n
ha_1,10
clkbuf_8,3
or3_1,1
and3_1,2
xor2_1,2
a211o_1,1
nand4bb_4,1
a211oi_1,4
edfxtp_1,10
o21ai_0,2
mux2i_1,1
nor2_1,8
nand2_1,5
and4bb_2,1
o31ai_1,1
o32ai_1,1
nand4bb_1,1
and2_1,1
o311a_1,1
inv_1,11
nand3_1,3
buf_4,1
clkdlybuf4s50_1,13
a31oi_1,1
nand3b_1,1
a21oi_1,1
xnor2_1,1
nor2b_1,2
or2_2,1
mux2_2,8
a221oi_1,1
nand2b_1,1
clkinv_1,1
dfxtp_1,10
o21a_1,1
o211ai_1,1
-- how the worst max path moves through the flow --
| stage | startpoint | end |
|---|---|---|
| 4_1_cts | state[0] | SDO |
| 5_1_grt | state[0] | SDO |
| 6_report | state[0] | SDO |
-- registers in the layout, indices dropped and copies added (netlist names) --
| register | cells |
|---|---|
| temp_sdo | 1 |
| state | 2 |
| shift_counter | 4 |
| counter | 5 |
| shift_register | 8 |
-- worst reg2reg max path: stages (launching register included) --
cell,delay (ns)
edfxtp_1,0.42
inv_1,0.12
ha_1,0.40
nor2_1,0.19
a221oi_1,0.28
and3_1,0.23
-- cell type report --
class	count	share of cell area, %
clock buffers	3	3.05
repair buffers	14	10.2
clock inverters	1	0.277
flip-flops and latches	20	36.9
inverters	11	3.05
well taps	77	7.11
multi-input cells	65	39.4
-- routing by layer --
metal / vias up / GRT usage [%] / share of wire, %
met5: - / 0 / 0
met1: 358 / 5.23 / 48
li1: 386 / - / -
met2: 12 / 5.63 / 43
met4: 0 / 0.325 / 0
met3: 0 / 1.57 / 8.2
Power is estimated from default activity; no workload was simulated.
