File: /design/flow/constraint.sdc
current_design debouncer

set clk_period 1.5
set clk_io_pct 0.2

create_clock -name clk0 -period $clk_period [get_ports {clk}]

set non_clock_inputs [all_inputs -no_clocks]
set_input_delay [expr $clk_period * $clk_io_pct] -clock clk0 $non_clock_inputs
set_output_delay [expr $clk_period * $clk_io_pct] -clock clk0 [all_outputs]
File: /design/flow/design.v
`timescale 1ns / 1ps
module debouncer(
    input wire clk,
    input wire A,
    output wire B
);
    parameter COUNT_MAX   = 15,  
			  COUNT_WIDTH = 4;   
    localparam Idle = 2'b00,  
               Tran = 2'b01,
               Off  = 2'b00,
               On   = 2'b10;
    reg [1:0] state = Off|Idle;  
	reg [COUNT_WIDTH-1:0] count;
    assign B = state[1];
    always@(posedge clk)
        if (state[0] == 1'b0)
            count <= 0;  
        else
            count <= count + 1'b1;
    always@(posedge clk)
        case (state)
        Off|Idle:
            if (A == 1'b1)
                state <= Off|Tran;  
        Off|Tran:
            if (A == 0)
                state <= Off|Idle;  
            else if (count == COUNT_MAX)
                state <= On|Idle;  
        On|Tran:
            if (A == 1)
                state <= On|Idle;  
            else if (count == COUNT_MAX)
                state <= Off|Idle;  
        On|Idle:
            if (A == 0)
                state <= On|Tran;  
        endcase
endmodule
File: /design/flow/run.sh
#!/bin/bash
# OpenROAD 26Q1-2900-gdf79404cd8, Yosys 0.63+post, stock flow scripts
make -C /OpenROAD-flow-scripts/flow DESIGN_CONFIG=/design/flow/config.mk WORK_HOME=/design/flow/orfs finish
File: /design/flow/config.mk
export PLATFORM = sky130hd
export DESIGN_NAME = debouncer
export DESIGN_NICKNAME = debouncer
export VERILOG_FILES = /design/flow/design.v
export SDC_FILE = /design/flow/constraint.sdc
export NUM_CORES = 4
export LEC_CHECK = 1
export CORE_AREA = 10 10 70 70
export DIE_AREA = 0 0 80 80
==> summary.txt <==
Synthesis and place-and-route results.

- The kind of critical path is reg -> out.
- The area growth from synthesis to layout is 43.96%.
- On the reported timing paths, the clock transition at the registers reads 0.05 ns.
- The floorplan has 21 rows.
- The arrival time at the worst endpoint is 1.06 ns.
- The count of cell types in the netlist is 11.
- STA classifies the critical path endpoint as a primary output.
- After detailed routing, the average wire length per cell comes to 4.549 um.
- In this run, placement finished with an instance count of 68.
- The clock sink count is 6.
- Per the synthesis report, the dominant area consumer among library cells is sky130_fd_sc_hd__dfxtp_1.
- The share of final-layout standard cells stronger than drive strength 1 is 0.1200.
- The floorplan step records an initial core utilization of 0.06667.
- The worst stage delay on the critical path is 0.47 ns.
- The core area is 3416 um^2.
- Looking at the clock tree report, the H-tree level count equals 1.
- The timing report shows that the slowest cell on the worst path is sky130_fd_sc_hd__clkdlybuf4s50_1.
- Detailed placement reports a standard cell area of 305.3 um^2.
- After layout, the design draws a total of 0.0005323 W.
- The post-synthesis instance total is 20.
- The detailed-routing iteration count for the pre-antenna-repair pass is 4.
- The area of the multi-input gates is 83.83 um^2.
- After the first detailed-routing iteration, the DRC count stood at 5.
- The initial antenna violation count came to 0.
- The final antenna diode tally reported by the flow is 0.
- The number of global-route vias before repair is 107.
- Once synthesis finished, the tally of register bits stood at 6.
- The buffer count from post-CTS setup fixing is 0.
- Endpoints failing hold in the final report were tallied at 0.
- Setup repair after global routing left no endpoint under its margin.
- The setup TNS is 0 ns.
- STA classifies the critical path startpoint as a flip-flop.
- For reference, the top cells by area after synthesis are sky130_fd_sc_hd__dfxtp_1, sky130_fd_sc_hd__edfxtp_1, sky130_fd_sc_hd__xor2_1.
- The synthesized area per cell is 11.39 um^2.
- The TritonCTS clock tree is built.
- The routed layout has 159 vias.
- The global router's overall resource usage is 0.009066.
- For this block, the routed nets add up to 323 um of wire.
- The critical-path maximum fanout is 2.
- Counting pins that exceed their max-slew limit in the final report gives 0.
- The number of top-level design ports is 3.
- The share of the Yosys chip area taken by registers is 0.6154.
- The flow ran to the end, and the final reports show no timing, DRC or antenna violations.
- The post-detailed-route count of antenna-violating nets is 0.
- The share of Yosys cell area claimed by the top area cell type is 0.3516.
- Hold timing on the final database bottoms out at a slack of 0.4435 ns.
- Looking at the max-slew report, the worst-margin pin has a slew of 0.2436 ns.
- The final worst-path cycle share is 0.9086.
- The cell area that synthesis handed to floorplanning was 227.7 um^2.
- The floorplan die width is 80 um.
- After routing the design area is 327.8 um^2.
- The tool warning count is 25.
- The report puts the hold buffer count at CTS at 0.
- The chip occupies 6400 um^2.
- The worst reg-to-reg setup slack is 0.37 ns.
- Clock tree synthesis inserted a total of 3 buffers.
- For this run, the number of Yosys warnings is 1.
- The skew report gives the latency at the later pin of the worst-skew pair as 0.24 ns.
- The setup-violating endpoint count in the final report is 0.
- The first global-routing pass estimated 469 um of wire.
- Entering global routing, the biggest net connects 6 pins.
- The script computed a power per unit cell area of 1624 nW/um^2.
- The number of buffer and inverter instances along the worst setup path is 1.
- The number of standard cells in the final layout excluding fillers is 71.
- The tree is rooted in a sky130_fd_sc_hd__clkbuf_4.
- Between clock sinks in the finished design, the worst skew comes to 0.004771 ns.
- The number of design rule violations left after detail routing is 0.
- The maximum ir drop on the vdd rail is 201.8 uV.
- The synthesized netlist was found by Yosys to have 20 cells.
- At the worst endpoint, the required time is 1.20 ns.
- The maximum buffer depth of the clock tree is 2.
- The global route stage reports its total congestion overflow as 0.
- The average vias per placed instance is 2.239.
- In this run the tool buffered the top-level ports with 2 buffer cells.
- Routability-driven placement finished with a final weighted congestion of 0.6288.
- The filler cell count in the final layout is 395.
- After legalization and detailed placement, the total HPWL measured 240.8 um.
- The stat command in Yosys gives a chip area of 227.7 um^2.
- The kind of cell with the highest combined delay along the critical path is buffers and inverters.
- The tool flagged a number of max-cap violations equal to 0.
- In this run the static leakage power is 0.1118 nW.
- The final timing report derives a shortest allowable period of 1.363 ns.
- The peak clock frequency supported by timing is 733.7 MHz.
- The post-cts sizing count is 0.
- The vertical die size is 80 um.
- The worst hold path belongs to the class reg -> reg.
- The area taken by sequential standard cells is reported as 140.1 um^2.
- Listed in order, past its start point the critical path passes clkdlybuf4s50_1.
- Per the slew report, the remaining headroom to the max-slew limit stands at 0.8370.
-- cells in the mapped netlist --
| master | number |
|---|---|
| sky130_fd_sc_hd__xor2_1 | 2 |
| sky130_fd_sc_hd__nor2_1 | 3 |
| sky130_fd_sc_hd__edfxtp_1 | 2 |
| sky130_fd_sc_hd__nand3_1 | 3 |
| sky130_fd_sc_hd__xnor2_1 | 1 |
| sky130_fd_sc_hd__dfxtp_1 | 4 |
| sky130_fd_sc_hd__and2_1 | 1 |
| sky130_fd_sc_hd__ha_1 | 1 |
| sky130_fd_sc_hd__inv_1 | 1 |
| sky130_fd_sc_hd__a21oi_1 | 1 |
| sky130_fd_sc_hd__o21a_1 | 1 |
-- power breakdown --
part           internal (W)  total (W)  switching [W]
Combinational     0.0000593   0.000116      0.0000565
Clock             0.0000902   0.000144      0.0000539
Sequential         0.000234   0.000272      0.0000382
-- layer usage --
layer,GRT usage,routed length [um],part of all wire
met2,0.008828,115,0.36
met1,0.01277,158,0.49
met4,0.001761,0,0
met5,0,0,0
met3,0.009091,49,0.15
-- through the flow --
stage	worst slack (ns)	utilization
floorplan	0.4294	-
global placement	0.02537	0.08938
detailed placement	0.01007	0.08938
CTS	0.1222	0.09597
global route	0.08478	0.09597
finish	0.1371	0.09597
-- cell families (layout without fill, tap and decap cells) --
kind of cell | Yosys count | in the layout | share of synthesized area
adder cells (fa/ha/maj) | 1 | 1 | 0.05494
XOR/XNOR | 3 | 3 | 0.1154
AND-OR/OR-AND | 2 | 2 | 0.05494
buffers and inverters | 1 | 6 | 0.01647
AND/OR/NAND/NOR | 7 | 7 | 0.1429
flip-flops | 6 | 6 | 0.6154
-- cells in the final DEF, fill, tap and decap left out, types with 2 or more instances in the layout --
cell type                         n
sky130_fd_sc_hd__dfxtp_1          4
sky130_fd_sc_hd__nand3_1          3
sky130_fd_sc_hd__nor2_1           3
sky130_fd_sc_hd__clkbuf_4         3
sky130_fd_sc_hd__xor2_1           2
sky130_fd_sc_hd__edfxtp_1         2
sky130_fd_sc_hd__clkdlybuf4s50_1  2
-- area by class of cell --
cell class                      count  area share
Clock buffer                        3     0.06870
Inverter                            1     0.01145
Multi-Input combinational cell     13      0.2557
Sequential cell                     6      0.4275
Tap cell                           46      0.1756
Timing Repair Buffer                2     0.06107
-- worst paths after layout --
check,end,startpoint,cells past startpoint
min reg2reg,count[0],count[0],1
max reg2reg,state[0],count[0],4
max,B,flip-flop,1
min,count[0],count[0],1
Power figures rest on the tool's default switching activity, not on a simulated workload.
